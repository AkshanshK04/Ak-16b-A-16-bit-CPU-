===== ./constraint.sdc =====
current_design mem_stage

set clk_period 3.3
set clk_io_pct 0.2

create_clock -name clk0 -period $clk_period [get_ports {clk}]

set non_clock_inputs [all_inputs -no_clocks]
set_input_delay [expr $clk_period * $clk_io_pct] -clock clk0 $non_clock_inputs
set_output_delay [expr $clk_period * $clk_io_pct] -clock clk0 [all_outputs]

===== ./config.mk =====
export PLATFORM = sky130hd
export DESIGN_NAME = mem_stage
export DESIGN_NICKNAME = mem_stage
export VERILOG_FILES = /design/flow/design.v
export SDC_FILE = /design/flow/constraint.sdc
export NUM_CORES = 4
export LEC_CHECK = 1
export CORE_UTILIZATION = 40

===== ./design.v =====
`timescale 1ns/1ns
module mem_stage (
    input wire clk,
    input wire rst,
    input wire mem_read_in,
    input wire mem_write_in,
    input wire mem_to_reg_in,
    input wire reg_write_in,
    input wire [15:0] alu_result_in,
    input wire [15:0] rs2_data_in,
    input wire [3:0] rd_in,
    output reg mem_to_reg_out,
    output reg reg_write_out,
    output reg [15:0] alu_result_out,
    output reg [15:0] mem_data_out,
    output reg [3:0] rd_out
);
    reg [15:0] dmem[0:255];
    integer i;
    initial begin 
        for ( i=0; i<256; i=i+1)
            dmem[i] = 16'd0;
    end
    wire [7:0] mem_addr = alu_result_in[7:0];
    always @(posedge clk or posedge rst ) begin
        if (rst) begin
            mem_data_out <= 16'd0;
        end
        else begin 
            if (mem_write_in) begin
                dmem[mem_addr] <= rs2_data_in;
            end
            if (mem_read_in) begin
                mem_data_out <= dmem[mem_addr];
            end
            else begin
                mem_data_out <= 16'd0;
            end
        end
    end
    always @(posedge clk or posedge rst ) begin
        if (rst) begin
            mem_to_reg_out <= 1'b0;
            reg_write_out <= 1'b0;
            alu_result_out <= 16'd0;
            rd_out <= 4'd0;
        end
        else begin 
            mem_to_reg_out <= mem_to_reg_in;
            reg_write_out <= reg_write_in;
            alu_result_out <= alu_result_in;
            rd_out <= rd_in;
        end
    end
endmodule

===== ./run.sh =====
#!/bin/bash
# OpenROAD 26Q1-2900-gdf79404cd8, Yosys 0.63+post, stock flow scripts
make -C /OpenROAD-flow-scripts/flow DESIGN_CONFIG=/design/flow/config.mk WORK_HOME=/design/flow/orfs finish

==> flow_summary.json <==
{
  "status": "complete, but fails checks",
  "violated_checks": "negative hold slack, max-capacitance violations, max-slew violations, negative setup slack",
  "setup_viol": 16,
  "power.share.sequential": 0.497,
  "yosysSeqAreaShare": 0.8005,
  "yosys_area_mm2": 0.1548,
  "ff_type": "sky130_fd_sc_hd__edfxtp_1",
  "report.final.hold_viol_count": 2,
  "wl_per_cell_um": 68.51,
  "ys_warn_count": 2,
  "fin_skew_ps": 77.37,
  "clock_tree_root_driver_cell": "sky130_fd_sc_hd__clkbuf_16",
  "clkSinkCount": 4134,
  "placed_wire_length_estimate_um": 862300,
  "clock_period_minus_worst_slack_ps": 3793,
  "syn-mean-instance-area_um2": 17.19,
  "commonest_non_fill_non_tap_cell_in_the_layout": "sky130_fd_sc_hd__edfxtp_1",
  "post_synth_inst_count": 9006,
  "cts.path.max_buffers": 4,
  "clk_transition_reported_paths_ps": 60,
  "filler_cell_count": 29080,
  "power.ir.vdd_worst_mv": 0.5279,
  "combGateArea_mm2": 0.03215,
  "areaGrowthSynthToFinish_pct": 37.32,
  "power.total_mw": 116.6,
  "final.setup.worst_slack_ps": -492.7,
  "htree_levels": 5,
  "maxCapViolations": 1,
  "grt_start_max_net_pins": 97,
  "antenna_violations_before_repair": 208,
  "drt-vias-per-instance": 7.761,
  "worstMarginPinSlew_ps": 1765,
  "initial_utilization": 0.4017,
  "setup-tns-final_ps": -3119,
  "power_frac_clock": 0.443,
  "critical_path_arrival_ps": 4770,
  "drv_slew": 3,
  "rsz0062_at_grt": "true",
  "most-common-layout-cells": "sky130_fd_sc_hd__edfxtp_1, sky130_fd_sc_hd__buf_4, sky130_fd_sc_hd__a22oi_1",
  "tritoncts": "built",
  "hp-class": "primary input to register",
  "layout_worst_path_cycle_share": 1.149,
  "end_kind": "register",
  "die_x_um": 624.2,
  "worst_skew_pair.late_latency_ps": 1130,
  "worst-endpoint-required_ps": 4280,
  "floorplan.die.height_um": 624.2,
  "power_switching_share": 0.2376,
  "clock.fmax_mhz": 263.7,
  "synth.cell_area_mm2": 0.1548,
  "drtAntennaViolNets": 0,
  "fp.dieArea_mm2": 0.3896,
  "worst-path-max-fanout": 21,
  "drcViolationCount": 0,
  "power_report.internal_total_mw": 88.92,
  "dr_total_vias": 137800,
  "drive_gt1_frac": 0.3446,
  "tool_warnings": 30,
  "cellPowerDensity_mw_per_mm2": 548.6,
  "num_io_pins": 80,
  "whs_ps": -16.37,
  "core_mm2": 0.3854,
  "ys_async_sr_fraction": 0.009192,
  "grt_pass1_vias": 133400,
  "r2r_slack_ps": -370,
  "power.combinational.fraction": 0.060,
  "grt_pass1_wl_um": 1508000,
  "floorplan.rows": 228,
  "routabilityCongestion": 1.281,
  "netlist-cell-type-count": 82,
  "io_buffers": 79,
  "max-slew-margin-rel": -0.1807,
  "synth.yosys.num_cells": 9006,
  "drt_wl_total_um": 1216000,
  "timing_worst_setup_path_type": "primary input to register",
  "synth.ff_latch_count": 4134,
  "drt_iter0_markers": 18250,
  "num_cts_buffers": 435,
  "grt-ovfl-total": 0,
  "drt_pass1_iterations": 15,
  "edff_count_synth": 4096,
  "leakage_dissipation_nw": 73.23,
  "ff_latch_area_mm2": 0.1239,
  "grt_usage": 0.6852,
  "power.net_switching_mw": 27.71,
  "worst_setup_path_start_kind": "primary input"
}
worst paths after layout:
path,from,end,depth (start not counted)
setup / recovery,alu_result_in[0],mem_data_out[1]$_DFF_PP0_,13
hold / removal,rs2_data_in[1],dmem[125][1]$_DFFE_PP_,1
setup reg to reg,dmem[15][6]$_DFFE_PP_,mem_data_out[6]$_DFF_PP0_,10
hold reg to reg,dmem[0][7]$_DFFE_PP_,mem_data_out[7]$_DFF_PP0_,3
max in group asynchronous,rst,mem_data_out[10]$_DFF_PP0_,4
min in group asynchronous,rst,mem_data_out[9]$_DFF_PP0_,3
through the flow:
step	std cells	util	cell area (um2)	hold slack [ps]	worst slack, ps
2_1_floorplan	9006	-	156500	523.8	-480.7
3_3_place_gp	16460	0.5035	194100	741.0	-3026
3_5_place_dp	16460	0.5036	194100	728.6	-2495
4_1_cts	17330	0.5459	210400	16.56	-101.8
5_1_grt	17610	0.5507	212200	43.31	-276.5
6_report	17750	0.5517	212600	-16.37	-492.7
cell families after synthesis:
| group | share of synthesized area |
|---|---|
| adders and majority gates | 0.00006465 |
| AOI/OAI and AO/OA | 0.1011 |
| and+or+nand+nor | 0.07720 |
| muxes | 0.0003394 |
| buffers and inverters | 0.02061 |
| DFF | 0.8005 |
| xor gates and xnor gates | 0.0001697 |
critical path, stage by stage:
cell,delay (ps)
sky130_fd_sc_hd__buf_6,140
sky130_fd_sc_hd__buf_6,160
sky130_fd_sc_hd__and4bb_4,260
sky130_fd_sc_hd__buf_6,200
sky130_fd_sc_hd__buf_12,210
sky130_fd_sc_hd__nand3_2,150
sky130_fd_sc_hd__nand4_1,500
sky130_fd_sc_hd__nor4_4,500
sky130_fd_sc_hd__buf_12,210
sky130_fd_sc_hd__nand4_1,580
sky130_fd_sc_hd__nor3_4,750
sky130_fd_sc_hd__buf_6,190
sky130_fd_sc_hd__a31oi_4,80
flip-flops by register name, summed over array words and instances, names as in the netlist:
name,flops
mem_to_reg_out,1
dmem,4096
rd_out,4
reg_write_out,1
mem_data_out,16
alu_result_out,16
cell usage after synthesis (all sizes together), types with 96 or more instances:
master	count	area (um2)
nand4	260	1633
a32oi	197	1725
a21oi	96	480.5
clkbuf	247	927.1
nor4	121	763.2
nor2	262	1001
and3	265	1658
edfxtp	4096	123000
a22oi	989	7425
buf	431	2250
a222oi	121	1211
nand3	741	3709
o22ai	202	1264
nor3	272	1361
a22o	110	963.4
power groups by stage:
stage / combinational (mW) / sequential [mW] / clock, mW
6_report: 7.01 / 58.0 / 51.7
5_1_grt: 6.61 / 57.9 / 52.9
4_1_cts: 6.25 / 57.9 / 51.0
repair_timing:
action                                 CTS  global route
hold buffers                             7             1
pin swaps                               53            51
buffers inserted                        61            57
endpoints found under the hold margin   10             1
cloned                                   4             1
setup endpoints to repair               32            32
resized                                218           162
final cells by class:
type,count,share of cell area
Sequential cell,4134,0.5830
Timing Repair Buffer,3072,0.1622
Clock buffer,511,0.05299
Antenna cell,370,0.004355
Inverter,4,0.00008827
Multi-Input combinational cell,4191,0.1512
Clock inverter,295,0.01569
Tap cell,5175,0.03045
metal layers:
layer	GRT usage	up-vias	share of wire	routed length [um]
met1	0.6281	66150	0.26	319700
met5	0.6097	-	0.020	24630
met2	0.7661	20360	0.36	442300
met3	0.7189	6366	0.24	287000
li1	-	44360	-	-
met4	0.5681	555	0.12	142700
Power figures rest on the tool's default switching activity, not on a simulated workload.
