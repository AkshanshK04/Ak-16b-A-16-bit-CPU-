## flow/run.sh

```bash
#!/bin/bash
# OpenROAD 26Q1-2900-gdf79404cd8, Yosys 0.63+post, stock flow scripts
make -C /OpenROAD-flow-scripts/flow DESIGN_CONFIG=/design/flow/config.mk WORK_HOME=/design/flow/orfs finish
```

## flow/config.mk

```make
export PLATFORM = sky130hd
export DESIGN_NAME = ex1_stage
export DESIGN_NICKNAME = ex1_stage
export VERILOG_FILES = /design/flow/design.v
export SDC_FILE = /design/flow/constraint.sdc
export NUM_CORES = 4
export LEC_CHECK = 1
export CORE_UTILIZATION = 40
```

## flow/constraint.sdc

```tcl
current_design ex1_stage

set clk_period 11.2
set clk_io_pct 0.2

create_clock -name clk0 -period $clk_period

set non_clock_inputs [all_inputs -no_clocks]
set_input_delay [expr $clk_period * $clk_io_pct] -clock clk0 $non_clock_inputs
set_output_delay [expr $clk_period * $clk_io_pct] -clock clk0 [all_outputs]
```

## flow/design.v

```verilog
`timescale 1ns/1ns
module alu(
    input wire [15:0] a, b,
    input wire [3:0] alu_op,
    output reg [15:0] alu_result,
    output  wire zero
);
    always @(*) begin
    case (alu_op)
        4'b0000: alu_result = a + b;
        4'b0001: alu_result = a - b;
        4'b0010: alu_result = a & b;
        4'b0011 : alu_result = a | b;
        4'b0100: alu_result = a ^ b;
        4'b0101: alu_result = ($signed(a) < $signed(b)) ? 16'd1 : 16'd0;
        default : alu_result = 16'd0;
    endcase
end
    assign zero = (alu_result == 16'd0);
endmodule
`timescale 1ns/1ns
module ex1_stage(
    input wire [15:0] pc_in,
    input wire [3:0] alu_op,
    input wire [3:0] rd,
    input wire [15:0] rs1_data,
    input wire [15:0] rs2_data,
    input wire [15:0] imm,
    input wire alu_src,       
    input wire [1:0] forward_a,
    input wire [1:0] forward_b,
    input wire [15:0] ex2_alu_result,
    input wire [15:0] mem_wb_data,
    output wire [15:0] alu_result,
    output wire zero,
    output wire [15:0] branch_target,
    output wire [3:0] rd_out
);
    assign rd_out = rd;
    reg [15:0] op_a, op_b;
    always @(*) begin
        case(forward_a)
            2'b10: op_a = ex2_alu_result;    
            2'b01: op_a = mem_wb_data;    
            default: op_a = rs1_data;        
        endcase
    end
    always @(*) begin
        case(forward_b) 
            2'b10: op_b = ex2_alu_result;    
            2'b01: op_b = mem_wb_data;    
            default: op_b = rs2_data;        
        endcase
    end
    wire [15:0] alu_b = alu_src ? imm : op_b;
    alu u_alu(
        .a(op_a),
        .b(alu_b),
        .alu_op(alu_op),
        .alu_result(alu_result),
        .zero(zero)
    );
    assign branch_target = pc_in + imm;
endmodule
```

==> writeup.txt <==
For this run the aggregate overflow at the end of global routing stands at 0. After detailed routing, the number of vias per cell comes to 5.74. The delay of the slowest critical-path stage was 0.79 ns. The run gives 4888 for the number of vias in the routed layout.

The final timing report derives a shortest allowable period of 9.96 ns. RePlAce ended its routability-driven mode at a weighted congestion of 0.928. Setup repair after global routing left no endpoint under its margin.

The arrival time of data at the worst endpoint is listed as 7.72 ns. Final hold analysis gives a worst-case slack of 4.48 ns. The number of warnings reported in the stage logs is 68. The run gives 0.100 GHz as the maximum achievable frequency. For this design the static power due to leakage is 2.27 nW. The run finished with clean final reports. The floorplan utilization is 0.417. The report lists the number of standard-cell rows as 36.

With the highest fanout seen on the critical path at 32, the filler-free cell count of the finished design is 852. The mux share of post-synthesis cell area is 0.0151, and the hold buffer count at cts is 0. The worst hold path was traced through 0 stages. The tools report the count of distinct cell types in the synthesized netlist as 75.

With the post-synthesis adder-cell area fraction at 0.220, the total inserted antenna cells is 0. The design has 0 sequential cells. According to the dpl log, the detail-placed design has an HPWL of 12100 um.

The tools report the number of nets with antenna violations after detailed routing as 0. The synthesized area divided by synthesized cell count is 6.71 um^2, and the number of global-route vias before repair is 4697. The timing report shows that the slowest cell on the worst path is ha_1.

Yosys shows that the main logic family after synthesis is AND-OR/OR-AND gates. In the post-route analysis, the smallest setup slack over all paths is 1.24 ns. The number of violations reported at the end of detailed-routing iteration 0 came out at 224. The worst endpoint required time is 8.96 ns, and the y dimension of the die is 104 um. The run gives 0.267 for the global router's overall resource usage. Kind of launch point of the worst setup path: an input port. The post-synthesis instance total came out at 616.

With the final period utilization at 0.889, the overall power after layout is 0.375 mW. The fraction of the core area covered by cells at the end of the flow is 0.556, and the fraction of layout cells with a size suffix above 1 is 0.0334. The maximum number of pins on one net before global-route repair was 40.

For reference, the critical path cell chain is clkdlybuf4s50_1 -> inv_1 -> ha_1 -> a221oi_1 -> o31ai_1 -> inv_1 -> fa_1 -> nor2b_1 -> o2111ai_1 -> o211ai_1 -> a311o_1 -> a221o_1 -> a22o_1 -> or4_1 -> nor3_2 -> clkdlybuf4s50_1. Per the summary, power density relative to cell area is 68.0 nW/um^2. The final max-slew violation count recorded for this run is 0.

The sequential cells in the finished layout cover a total of 0 um^2. For the synthesized area, the log shows 4130 um^2. After synthesis, the design contains 616 cells according to Yosys. At the pin with the least slew margin, the transition time is 0.795 ns. For reference, the final report shows the hold violation count at 0.

The run gives 9910 um^2 for the core area. Total DRC errors in the routed layout: 0. The run gives 33.2% for the synthesis-to-finish area growth.

The number of placed instances, taps included, is 852. Leaving out fill and tap cells, the most frequent cells in the layout are clkdlybuf4s50_1 (138), ha_1 (68), inv_1 (60). With the worst slew slack as a fraction of its limit at 0.470, the post-placement setup slack is 1.22 ns.

The finished layout cell area is 5510 um^2, and the width of the die is 104 um. Summing all placed instances gives a cell area of 5510 um^2. The tools report the register area share after synthesis as 0. With the average wire length per cell after detail routing at 17.0 um, the chip area line of the yosys report is 4130 um^2. Setup total negative slack on the finished layout was measured at 0 ns. Looking at the VDD voltage map, the peak drop is 37.1 uV.

The xor/xnor cell area share of the yosys netlist was 0.0360. Post-CTS timing repair inserted 0 buffers for setup. Once the clock tree was built, the resizer swapped 0 gates to a different size. The worst setup path is of the in -> out kind.

146 I/O pins were placed. The setup violation total in the final timing report is 0, and the first-pass iteration count of the detailed router is 4. Among logic cells in the layout, the one with the most instances is clkdlybuf4s50_1. The number of antenna violations at the first check in global routing is 0, and the final routed wirelength across all metal layers is 14500 um.

The placement report lists the number of port buffers as 138. Grouping stages by cell kind, the critical path spends the most delay in AND-OR/OR-AND gates. Together, buffers and inverters on the worst path number 4. The worst hold path belongs to the class in -> out. The layout has 0 clock buffers. The synthesized-area fraction occupied by ao, oa, aoi and oai cells came out at 0.368. The critical path crosses 16 cells after its start point.

STA classifies the critical path endpoint as an output port. The report counts max-capacitance violations totalling 0. According to the floorplan report, the total die area is 10700 um^2. With the area fraction in and, or, nand and nor cells after synthesis at 0.256, the total of warnings raised by yosys is 2.

The first global-routing pass estimated 23700 um of wire.
[area by class of cell]
type	instances	area (um^2)
Timing Repair Buffer	141	1400
Tap cell	133	166
Fill cell	951	4400
Multi-Input combinational cell	515	3700
Inverter	63	236
[power breakdown]
| part | switching, mW | leakage, nW | internal (mW) |
|---|---|---|---|
| Clock | 0 | 0 | 0 |
| Sequential | 0 | 0 | 0 |
| Combinational | 0.196 | 2.27 | 0.179 |
| Total | 0.196 | 2.27 | 0.179 |
[path summary, 6_finish.rpt]
check | start | to | slack [ns]
worst max-delay path | forward_b[0] | zero | 1.24
worst min-delay path | rd[0] | rd_out[0] | 4.48
[per-layer routing]
metal  share of wire  routed length (um)  vias up  global-route usage
li1                -                   -     2481                   -
met1            0.46                6720     2169               0.393
met3            0.10                1510        8              0.0641
met4          0.0077                 111        0              0.0265
met2            0.42                6110      230               0.410
met5               0                   0        -                   0
[logic make-up (layout without fill, tap and decap cells)]
logic type / Yosys count / in the layout
compound gates: 214 / 214
xor+xnor: 17 / 17
fa+ha+maj: 71 / 71
buf+inv: 101 / 204
mux: 5 / 5
simple gates: 208 / 208
[synthesized netlist by cell type, types with 4 or more instances]
| master | instances | area [um^2] |
|---|---|---|
| a211oi_1 | 4 | 30.0 |
| a21o_1 | 8 | 60.1 |
| a21oi_1 | 35 | 175 |
| a221oi_1 | 17 | 149 |
| a22oi_1 | 21 | 158 |
| a31oi_1 | 7 | 43.8 |
| buf_2 | 4 | 20.0 |
| buf_4 | 5 | 37.5 |
| buf_6 | 4 | 45.0 |
| clkbuf_1 | 22 | 82.6 |
| ha_1 | 68 | 851 |
| inv_1 | 60 | 225 |
| mux2i_1 | 4 | 40.0 |
| nand2_1 | 59 | 221 |
| nand3_1 | 13 | 65.1 |
| nand4_1 | 5 | 31.3 |
| nor2_1 | 42 | 158 |
| nor2b_1 | 25 | 156 |
| nor3_1 | 19 | 95.1 |
| nor3b_1 | 5 | 37.5 |
| o2111ai_1 | 6 | 52.6 |
| o211ai_1 | 8 | 60.1 |
| o21a_1 | 7 | 52.6 |
| o21ai_0 | 36 | 180 |
| o21ai_1 | 4 | 20.0 |
| o31ai_1 | 20 | 150 |
| or3_1 | 8 | 50.1 |
| or4_1 | 4 | 30.0 |
| xnor2_1 | 16 | 140 |
No activity file was given, so power comes from the tool's default toggle rates.
