**run.sh**
```bash
#!/bin/bash
# OpenROAD 26Q1-2900-gdf79404cd8, Yosys 0.63+post, stock flow scripts
make -C /OpenROAD-flow-scripts/flow DESIGN_CONFIG=/design/flow/config.mk WORK_HOME=/design/flow/orfs finish
```
**config.mk**
```make
export PLATFORM = sky130hd
export DESIGN_NAME = id_stage
export DESIGN_NICKNAME = id_stage
export VERILOG_FILES = /design/flow/design.v
export SDC_FILE = /design/flow/constraint.sdc
export NUM_CORES = 4
export LEC_CHECK = 1
export CORE_UTILIZATION = 30
```
**constraint.sdc**
```tcl
current_design id_stage

set clk_period 5.3
set clk_io_pct 0.2

create_clock -name clk0 -period $clk_period [get_ports {clk}]

set non_clock_inputs [all_inputs -no_clocks]
set_input_delay [expr $clk_period * $clk_io_pct] -clock clk0 $non_clock_inputs
set_output_delay [expr $clk_period * $clk_io_pct] -clock clk0 [all_outputs]
```
**design.v**
```verilog
`timescale 1ns/1ns
module id_stage(
    input wire clk,
    input wire rst,
    input wire [15:0] id_instr,
    input wire [15:0] id_pc,
    input wire [15:0] wb_rd_data,
    input wire wb_reg_write,
    input wire [3:0] wb_rd,
    output wire [3:0] opcode,
    output wire [3:0] rd,
    output wire [3:0] rs1,
    output wire [3:0] rs2,
    output wire [15:0] rs1_data,
    output wire [15:0] rs2_data,
    output wire [15:0] imm_i,
    output wire [15:0] imm_b,
    output wire [15:0] pc_out,
    output wire is_nop
);
    assign is_nop = (id_instr ==  16'h0000);
    assign opcode = id_instr[15:12];
    assign rd = id_instr[11:8];
    assign rs1 = id_instr[7:4];
    assign rs2 = id_instr[3:0];
    assign imm_i = {{12{id_instr[3]}}, id_instr[3:0]};
    assign imm_b = {{12{id_instr[11]}}, id_instr[11:8]};
    assign pc_out = id_pc;
    regfile u_regfile (
        .clk(clk),
        .rst(rst),
        .reg_write(wb_reg_write),
        .rs1(rs1),
        .rs2(rs2),
        .rd(wb_rd),
        .rd_data(wb_rd_data),
        .rs1_data(rs1_data),
        .rs2_data(rs2_data)
    );
endmodule
`timescale 1ns/1ns
module regfile(
    input wire clk,
    input wire rst,
    input wire reg_write,
    input wire [3:0] rs1,
    input wire [3:0] rs2,
    input wire [3:0] rd,
    input wire [15:0] rd_data,
    output wire [15:0] rs1_data,
    output wire [15:0] rs2_data
);
    reg [15:0] regs [0:15];
    integer i;
    always @(posedge clk or posedge rst) begin
        if (rst) begin
            for (i = 0; i < 16; i = i + 1)
                regs[i] <= 16'd0;
        end 
        else if (reg_write && rd != 4'd0) begin
            regs[rd] <= rd_data;
        end
    end
    wire [15:0] rs1_raw = (rs1 == 4'd0) ? 16'd0 : regs[rs1];
    wire [15:0] rs2_raw = (rs2 == 4'd0) ? 16'd0 : regs[rs2];
    assign rs1_data = (reg_write && (rd == rs1) && (rd != 4'd0)) ? rd_data : rs1_raw;
    assign rs2_data = (reg_write && (rd == rs2) && (rd != 4'd0)) ? rd_data : rs2_raw;
endmodule
```
==> run notes <==
Notes from the flow run.

STA:
- The run gives the slew at the pin closest to its max-slew limit as 0.898 ns.
- The run gives the minimum period implied by the final worst setup slack as 4.99 ns.
- The run gives the worst hold slack as 0.518 ns.
- Static timing analysis puts the maximum clock frequency at 200 MHz.
- In this run the tightest slew margin relative to its limit is 38.6%.
- Setup total negative slack on the finished layout was measured at 0 ns.
- The run gives the post-route clock period utilization as 94.2%.
- The run puts the worst-case setup margin in the final layout at 0.308 ns.
- The run gives the worst clock skew as 0 ns.
- The run puts the final hold violation count at 0.
- Setup repair after global routing left no endpoint under its margin.
- The run puts the final-report max-slew violation count at 0.
- The run gives the final setup violation count as 0.

Run status:
- The run finished with clean final reports.

Floorplanning:
- Before placement the cells fill 30.5% of the core.
- The run gives the area of the die as 49700 µm².
- The run gives the die outline height as 223 µm.
- Measured along the x axis, the die boundary spans 223 µm.
- The run gives the core outline area as 47900 µm².
- The run gives the count of standard-cell rows as 80.
- The run puts the count of boundary I/O pins at 152.

Drt:
- In this run, the number of DRC markers left after iteration 0 of detailed routing was 1134.
- The run gives the detailed-route wire length per cell as 27.8 µm.
- The run puts the via density per instance at 6.02.
- For this block, the via count after detailed routing is 12517.
- The routed layout reports a DRC error count of 0.
- The run gives the count of inserted antenna diode cells as 0.
- The run puts the detailed-route wire length at 57900 µm.
- The first detailed-routing pass took 6 iterations.
- Nets still carrying antenna violations after routing amount to 0.

Job:
- The number of warnings reported in the stage logs is 29.
- The run gives the number of violations of the max-capacitance limit as 0.

Cells and area:
- Summing all non-filler instances in the final layout gives an area of 17400 µm².
- The register with the most flip-flops in the layout has 240 of them.
- The run gives the number of inserted filler cells in the final layout as 4609.
- The run puts the post-synthesis to final-layout area growth at 18.8%.
- The run gives the register containing the most flip-flops in the final layout as u_regfile.regs.
- The run puts the final cell count without fillers at 2080.
- In the final layout, the registers with the most flip-flops are u_regfile.regs (240).
- Cells with a size suffix above 1 make up 29.9% of the layout.
- The run puts the utilization after layout at 36.3%.

Worst setup path:
- Looking at the setup timing report, the critical path kind is in -> out.
- STA classifies the critical path startpoint as an input pin.
- For the worst setup path, the data arrival time is 3.93 ns.
- The run puts the data required time at the worst endpoint at 4.24 ns.
- The run puts the maximum fanout encountered on the critical timing path at 23.
- The worst setup path is captured at a primary output.

Clock tree:
- The run puts the number of buffers added for setup after CTS at 0.
- The run gives the count of hold buffers inserted by post-cts repair as 0.
- The clock passes through at most 3 buffers.
- The tree is rooted in a clkbuf_16.
- CTS built an H-tree with a depth of 1.
- The run gives the later-pin clock latency in the skew report as 0.55 ns.
- Gates resized during post-CTS repair numbered 0.
- The run puts the number of clock buffers inserted by TritonCTS at 28.
- TritonCTS built the clock tree.
- The run puts the clock transition at the register clock pins on the worst setup and hold paths after CTS at 0.06 ns.
- The clock drives 240 sinks.

GRT:
- The initial antenna violation count came to 0.
- The run puts the total grt overflow at 0.
- The run gives the wire length of the first global-routing pass as 84700 µm.
- The run gives the number of global-route vias before repair as 12153.
- The run puts the combined global-route utilization of all metal layers at 23.9%.
- The run gives the maximum number of pins on one net before global-route repair as 128.

Power:
- Overall power consumption after layout is estimated at 6.14 mW.
- For this design the ratio of total power to cell area is 353 nW/µm².
- The run puts the worst IR drop on VDD at 0.207 mV.
- The analysis attributes to cell leakage a power of 7.06 nW.

Synth:
- For this run the top cell type by instance count after synthesis was mux2_2.
- The run gives the share of synthesized registers carrying an async set or reset as 100%.
- The run gives the cell area after synthesis as 14600 µm².
- Synthesis produced a netlist whose cell count is 1374.
- The run puts the post-synthesis area per instance at 10.7 µm².
- Post-synth the commonest register cell is dfrtp_1.
- The share of the Yosys chip area taken by registers is 41.0%.
- The run gives the post-synth tally of flip-flops with integrated enable as 0.
- The biggest area contributor in the post-synthesis netlist is dfrtp_1.
- For reference, the top cells by area after synthesis are dfrtp_1, mux2_2, buf_4.
- The run gives the tally of unique sky130hd cells used after synthesis as 71.
- The synthesis run shows the most used standard cells to be mux2_2, dfrtp_1, buf_4.
- The run gives the warning count from the yosys run as 2.
- The synthesized design devotes to its leading area cell type 41.0% of total area.
- The run gives the number of storage elements in the synthesis netlist as 240.
- The run puts the cell count listed in synth_stat.txt at 1374.
- For this run, the chip area from Yosys synthesis comes to 14600 µm².

Place:
- Prior to clock tree synthesis, the placed netlist has a worst setup slack of 0.355 ns.
- Detailed placement reports a standard cell area of 16400 µm².
- Once placement completed, the tool counted placed cells totaling 2029.
- The run puts the weighted congestion reported at the end of routability-driven placement at 1.03.
- The run gives the count of input and output buffers as 119.
- The run puts the detailed-placement wirelength estimate at 39300 µm.

Hold path:
- STA reports the tightest min-delay check as being of type reg -> reg.
-- report_power, final --
part	internal, mW	switching, mW
Sequential	2.26	0.390
Clock	1.30	0.794
Combinational	0.755	0.640
-- placed cells by master, fill, tap and decap left out, types with 30 or more instances in the layout --
master	Yosys	final
dfrtp_1	240	240
mux2i_1	52	52
nand3_1	34	34
clkdlybuf4s50_1	0	111
mux2_2	241	241
a21oi_1	70	70
a22oi_1	43	43
nor2_1	39	30
buf_4	78	106
nand2_1	67	67
-- per-layer routing --
metal,GRT usage (%),share of wire (%),vias up
met2,34.2,42,829
met1,33.0,40,6221
met5,0,0,-
li1,-,-,5255
met4,11.7,6.2,0
met3,8.02,11,212
-- worst max-delay path, cell delays in order --
cell and delay (ns):
buf_2 0.53, buf_4 0.38, nor2b_1 0.09, buf_4 0.19, a32oi_1 0.26, o22ai_1 0.11, a2111oi_0 0.58, buf_4 0.22
o31ai_1 0.08, clkdlybuf4s50_1 0.42
-- worst paths after layout --
path,start,end,slack [ns],depth (start not counted)
worst max-delay path,id_instr[6],rs1_data[14],0.31,10
worst min-delay path,u_regfile.regs[4][8]$_DFFE_PP0P_,u_regfile.regs[4][8]$_DFFE_PP0P_,0.52,1
worst max register to register,u_regfile.regs[12][6]$_DFFE_PP0P_,u_regfile.regs[12][6]$_DFFE_PP0P_,4.45,1
worst min register to register,u_regfile.regs[4][8]$_DFFE_PP0P_,u_regfile.regs[4][8]$_DFFE_PP0P_,0.52,1
max in group asynchronous,rst,u_regfile.regs[9][13]$_DFFE_PP0P_,3.40,3
min in group asynchronous,rst,u_regfile.regs[5][14]$_DFFE_PP0P_,0.83,2
-- area by class of cell --
type / instances / area, µm² / area share [%]
Inverter: 18 / 71.3 / 0.410
Multi-Input combinational cell: 926 / 7480 / 43.0
Clock inverter: 14 / 211 / 1.22
Sequential cell: 240 / 6010 / 34.5
Timing Repair Buffer: 230 / 2060 / 11.9
Clock buffer: 37 / 796 / 4.58
Tap cell: 615 / 769 / 4.42
-- logic make-up (layout without fill, tap and decap cells) --
| family | after synthesis | after routing | share of synthesized area, % |
|---|---|---|---|
| compound gates | 332 | 332 | 16.6 |
| mux | 315 | 315 | 23.8 |
| flops | 240 | 240 | 41.0 |
| simple gates | 271 | 271 | 9.99 |
| xor+xnor | 8 | 8 | 0.479 |
| buf+inv | 208 | 299 | 8.13 |
No activity file was given, so power comes from the tool's default toggle rates.
